File: flow/run.sh
#!/bin/bash
# OpenROAD 26Q1-2900-gdf79404cd8, Yosys 0.63+post, stock flow scripts
make -C /OpenROAD-flow-scripts/flow DESIGN_CONFIG=/design/flow/config.mk WORK_HOME=/design/flow/orfs finish
File: flow/config.mk
export PLATFORM = sky130hd
export DESIGN_NAME = bcd_7segment
export DESIGN_NICKNAME = bcd_7segment
export VERILOG_FILES = /design/flow/design.v
export SDC_FILE = /design/flow/constraint.sdc
export NUM_CORES = 4
export LEC_CHECK = 1
export CORE_AREA = 10 10 70 70
export DIE_AREA = 0 0 80 80
File: flow/constraint.sdc
current_design bcd_7segment

set clk_period 1.7
set clk_io_pct 0.2

create_clock -name clk0 -period $clk_period

set non_clock_inputs [all_inputs -no_clocks]
set_input_delay [expr $clk_period * $clk_io_pct] -clock clk0 $non_clock_inputs
set_output_delay [expr $clk_period * $clk_io_pct] -clock clk0 [all_outputs]
File: flow/design.v
`timescale 1ns / 1ps
module bcd_7segment(
input [3:0] bcd,
output reg [6:0] display
    );
    always @(bcd)begin 
    case(bcd)
4'b0000:display <= 7'b1111110;
4'b0001:display <= 7'b0110000;
4'b0010:display <= 7'b1101101;
4'b0011:display <= 7'b1111001;
4'b0100:display  <= 7'b0110011;
4'b0101:display <= 7'b1011011;
4'b0110:display <= 7'b1011111;
4'b0111:display <= 7'b1110000;
4'b1000:display<=7'b1111111;
4'b1001:display <= 7'b1111011;
    default:display <=7'bxxxxxxx;
 endcase 
    end
endmodule
==> notes.md <==
run metrics: status=finished, final reports clean, core area=0.00342 mm2, initial antenna violation count=0, Flops=0, min-delay src=bcd[2], post-synth top area cell=ha_1, CP top delay family=buffers and inverters, Worst Path Arrival=approximately 1.3 ns, Leak=just under 0.2 nW, switching share of power=36.3%, Die Span Y=roughly 80 um, vias in the first global route=~230, post-synth top area share=45.1%, Required @ worst endpoint=between 1 and 1.5 ns, Placed Area=387 um2, Mean Syn Cell Area=7.24 um2, fp util=approximately 4.9%, crit end category=output port, Die ar.=0.00640 mm2, Ant. Diodes=0, Seq share, synth=0%, Most Used Layer, Global Route=met2, warnings from Yosys=1, internal cell power=~0.050 mW, Cell area leaders=ha_1 45%, nand2b_1 15%, a21o_1 9.0%, register area=0 um2, Yosys Chip Area=166 um2, Tool Warnings=38, Pins Over Slew Limit=0, GPL Wtd Cong=approximately 0.72, Yosys Instances=23, Port Buffers=11, GR met2 Demand/Resource=roughly 2.9%, worst-margin pin slew=~0.20 ns, number of vias per cell=between 2 and 2.5, total gr overflow=0, P&R area growth vs syn=165%, GR Layer Usage met1=2.11%, Clk network pwr share=0%, max cap viols=0, WL per Instance=about 6.6 um, HPWL Detailed=about 460 um, crit-path cells=buf_4, inv_2, buf_4, ha_4, nand2b_4, a21o_1, clkdlybuf4s15_1, IO Pins=11, Comb pwr share=100.0%, slew margin rel.=87.0%, Max stage delay cell, worst path=ha_4, final WL=585 um, total power=a little under 0.08 mW, CP max FO=2, DRT Pass-1 Iters=4, hold crit path type=in2out, Synth cell types=9, f_max=about 610 MHz, top cells by count, synth=6 x ha_1, 4 x nand2b_1, 3 x inv_1, Psw=approximately 0.029 mW, Largest stage delay, worst path=approximately 0.23 ns, Critical Path Start Type=input port, Tmin final=roughly 1.6 ns, most used cell, CP=buf_4, Initial DRC Count=4, count leader, synth=ha_1, Flop pwr share=0%, largest net degree at the start of global routing=8, Core Util, Final=between 10% and 20%, setup violators final=0, Buf/Inv on CP=4, VDD IR max=between 0.03 and 0.04 mV, Antenna Nets Post-Route=0, Clock buffer cells=0, via count=212, Setup CP Type=in2out, FP Rows=21, worst hold path depth=4, met3 usage=less than 1%, Final period util=96.0%, Die X=80 um, final hold vios=0, layout cells sized above 1=44.2%, total track usage=roughly 1.7%, Hold Path Sink=display[1], first-pass GRT wire length=around 990 um, Post-Synthesis Cells=23, CP Launch Point=bcd[1], CTS hold repair buffers=0, RSZ-0062 raised after global routing=false, DR DRC count=0, design area=~440 um2, area of the mapped netlist=about 170 um2, Power Density=between 150 and 200 mW/mm2
power by group through the flow:
stage     Sequential [mW]  Clock (mW)  Combinational [mW]
4_1_cts                 0           0              0.0738
5_1_grt                 0           0              0.0889
6_report                0           0              0.0791
cells by family after synthesis:
family | count (synthesis) | share of synthesized area (%)
compound gates | 4 | 18.0
simple gates | 10 | 30.1
fa+ha+maj | 6 | 45.1
buf+inv | 3 | 6.77
worst max path at each step:
stage | endpoint | depth (start not counted)
CTS | display[1] | 7
global route | display[4] | 6
finish | display[3] | 7
routing by layer:
layer	vias up	share of wire [%]
met3	0	15
met4	0	0
met2	11	37
met5	-	0
met1	86	48
li1	115	-
worst min-delay path, stage by stage:
cell	delay, ns
buf_2	0.16
nand2b_4	0.07
nand3_2	0.05
dlymetal6s2s_1	0.08
final cells by class:
class	count	area, um2
fill	389	2970
multi-input combinational	20	190
timing repair buffer	20	183
tap	46	57.6
inverter	3	11.3
metrics by stage:
step / hold slack, ns / setup slack [ns] / TNS [ns] / std cells
after floorplan: 0.714 / 0.390 / 0 / 23
after global placement: 1.77 / -0.544 / -3.21 / 87
after detailed placement: 1.77 / -0.528 / -3.10 / 87
after CTS: 1.16 / -0.0364 / -0.0364 / 88
after global routing: 1.09 / 0.0178 / 0 / 89
final: 1.04 / 0.0686 / 0 / 89
what timing repair did:
item,in CTS,in global routing
resized,27,7
endpoints found under the setup margin,7,2
pin swaps,3,0
setup buffers,1,1
cell usage in the layout, fill, tap and decap left out, types with 2 or more instances in the layout:
master and n:
nand2b_1 2, buf_4 6, buf_6 5, nand2_1 2
nand2b_4 2, nor2_1 2, a21o_1 2, dlygate4sd2_1 5
inv_2 2, ha_1 4
No activity file was given, so power comes from the tool's default toggle rates.
